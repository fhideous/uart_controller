`./run.sh`:
```
#!/bin/bash
# OpenROAD 26Q1-2900-gdf79404cd8, Yosys 0.63+post, stock flow scripts
make -C /OpenROAD-flow-scripts/flow DESIGN_CONFIG=/design/flow/config.mk WORK_HOME=/design/flow/orfs finish
```
`./config.mk`:
```
export PLATFORM = sky130hd
export DESIGN_NAME = uart_allocation
export DESIGN_NICKNAME = uart_allocation
export VERILOG_FILES = /design/flow/design.v
export SDC_FILE = /design/flow/constraint.sdc
export NUM_CORES = 4
export LEC_CHECK = 1
export CORE_UTILIZATION = 50
```
`./constraint.sdc`:
```
current_design uart_allocation

set clk_period 3.0
set clk_io_pct 0.2

create_clock -name clk0 -period $clk_period [get_ports {clk_i}]

set non_clock_inputs [all_inputs -no_clocks]
set_input_delay [expr $clk_period * $clk_io_pct] -clock clk0 $non_clock_inputs
set_output_delay [expr $clk_period * $clk_io_pct] -clock clk0 [all_outputs]
```
`./design.v`:
```
module uart_allocation #(
  parameter BIT_RATE = 9600,
  parameter CLK_HZ   = 100_000_000
)(
  input         clk_i,
  input         aresetn_i,
  output        clk_o,
  output        aresetn_o,
  input         s_rx_data_i,
  input         s_valid_i,
  output        s_ready_o,
  output [7:0]  s_rx_data_o,
  input  [7:0]  m_tx_data_i,
  input         m_ready_i,
  output        m_valid_o,
  output        m_tx_data_o
);
localparam  CLK_PER_10_BIT  = CLK_HZ / BIT_RATE * 10;
uart_tx #(
  .CLK_PER_BIT  (CLK_PER_10_BIT / 10    )
) inst_uart_tx (
  .clk_i        (clk_i                  ),
  .nreset_i     (aresetn_i              ),
  .tx_data_i    (m_tx_data_i            ),
  .ready_i      (m_ready_i              ),
  .valid_o      (m_valid_o              ),
  .tx_o         (m_tx_data_o            )
);
 uart_rx #( 
    .CLK_PER_BIT (CLK_PER_10_BIT / 10   )
) inst_uart_rx (
   .clk_i        (clk_i                 ),
   .nreset_i     (aresetn_i             ),
   .rx_i         (s_rx_data_i           ),
   .valid_i      (s_valid_i             ),
   .ready_o      (s_ready_o             ),
   .data_o       (s_rx_data_o           )
 );
assign clk_o      = clk_i;
assign aresetn_o  = aresetn_i; 
endmodule
module uart_rx #(
   parameter CLK_PER_BIT = 1
)(
  input             clk_i,
  input             nreset_i,
  input             rx_i,
  input             valid_i,
  output            ready_o, 
  output reg [7:0]  data_o
);
localparam    COUNTER_LEN     = 1 + $clog2(CLK_PER_BIT / 2);
reg   [COUNTER_LEN - 1:0]    clk_counter;
wire                         is_bod_tic;
wire                         is_second_tic;
reg                          second_bod_tic;
reg   [3:0]                  bit_cnt;
reg   [1:0]                  state;  
reg   [1:0]                  next_state;
reg                          state_1_to_2;
wire                         clk_counter_rm;
localparam    IDLE_S                 = 2'b00;
localparam    START_BIT_S            = 2'b01;  
localparam    RECIVE_DATA_S          = 2'b10;
localparam    WAIT_STOP_BIT_S        = 2'b11;
always @( posedge clk_i ) begin 
  if( !nreset_i )
    clk_counter   <= 'b0;
  else begin 
    if( state != IDLE_S ) begin
      if( (clk_counter >= ( CLK_PER_BIT ) / 2 ) && state != RECIVE_DATA_S )
        clk_counter <= 1'b0;
      else if( ( clk_counter >= CLK_PER_BIT && state == RECIVE_DATA_S  ) 
                          || ( bit_cnt == 'd7 && is_bod_tic ) )
        clk_counter <= 1'b0; 
      else  if( clk_counter_rm )
        clk_counter <= 1'b0; 
      else
        clk_counter <= clk_counter + 1'b1;
    end 
    else 
        clk_counter <= 1'b0;
  end
end  
assign is_bod_tic = ( clk_counter ==  ( CLK_PER_BIT - 1 ) && ( state == RECIVE_DATA_S ) )
            || ( ( clk_counter ==  ( CLK_PER_BIT - 1 ) / 2 ) && ( ( state == START_BIT_S  ) || ( state == WAIT_STOP_BIT_S ) 
                                                               ) ) ;
always @( posedge clk_i ) begin
  if ( !nreset_i )
    state_1_to_2 <= 'b0;
  else begin 
    if( ( state == 'd1 ) && ( next_state == 'd2 ) )
      state_1_to_2 <= 'b1;
    else if( state_1_to_2 )
      state_1_to_2 <= 'b0;
  end 
end
assign clk_counter_rm = state_1_to_2;
always @( posedge clk_i ) begin
  if( !nreset_i )
    bit_cnt <= 1'b0;
  else begin 
    if ( state != RECIVE_DATA_S )
      bit_cnt <= 1'b0;
    else if( ( bit_cnt == 'd8 )  && ( is_bod_tic ) )
      bit_cnt <= 1'b0;
    else if( is_bod_tic )
      bit_cnt <= bit_cnt + 1'b1; 
  end
end
always @( posedge clk_i ) begin
  if( !nreset_i )
    data_o <= 8'b0000_0000;
  else begin 
    if ( ( state == RECIVE_DATA_S )  && ( is_bod_tic ) && bit_cnt < 'd8 )
      data_o[bit_cnt] <= rx_i;
  end 
end 
always @( posedge clk_i )
  if( !nreset_i )
    state <= IDLE_S;
  else
    state <= next_state;
always @( * )
  begin
  case( state )
    IDLE_S:
      begin
        if( valid_i && rx_i == 1'b0 )
          next_state = START_BIT_S;
        else 
          next_state = IDLE_S;
      end
    START_BIT_S:
      begin
        if ( !is_bod_tic ) begin
          next_state  = START_BIT_S;
        end
        else begin
          if( rx_i == 1'b0 ) 
            next_state = RECIVE_DATA_S;
          else 
            next_state = IDLE_S;
        end
      end
    RECIVE_DATA_S:
      begin
        if( !is_bod_tic ) begin
          next_state  = RECIVE_DATA_S;
        end
        else begin
          if ( bit_cnt < 8 )
            next_state   = RECIVE_DATA_S; 
          else 
            next_state   = WAIT_STOP_BIT_S; 
        end
      end
    WAIT_STOP_BIT_S: 
    begin
     if( !is_bod_tic )
        next_state   = WAIT_STOP_BIT_S;
      else 
        next_state   = IDLE_S;
    end
    default:
      begin
        next_state = IDLE_S;
      end
  endcase
  end
  reg                       reg_ready;
  always @( posedge clk_i) begin
    if ( !nreset_i ) 
      reg_ready <= 1'b0;
    else begin
      if ( ( state == WAIT_STOP_BIT_S ) && ( is_bod_tic) )
        reg_ready <= 1'b1;
      else if ( state == START_BIT_S )
        reg_ready <= 1'b0;
    end
  end
  assign ready_o = reg_ready;
endmodule
module uart_tx #(
   parameter CLK_PER_BIT = 1
)(
  input           clk_i,
  input           nreset_i,
  input  [7:0]    tx_data_i,
  input           ready_i,
  output          valid_o,
  output reg      tx_o
);
localparam  COUNTER_LEN     = 1 + $clog2(CLK_PER_BIT);
reg  [COUNTER_LEN - 1:0]  clk_counter;
reg   [9:0]               reg_data;                    
reg   [3:0]               n_bit;
reg                       is_transmitting;
wire                      cnt_tic;
assign    valid_o   =   ( nreset_i ) && ( is_transmitting ) ;
always @( posedge clk_i ) begin 
  if ( !nreset_i ) begin
      is_transmitting    <=  1'b0;
      reg_data           <=  10'b1_1111_1111_0;
  end else if ( !is_transmitting && ready_i) begin 
      is_transmitting    <= 'b1;
      reg_data           <=  { 1'b1, tx_data_i, 1'b0};
  end else if ( n_bit == 'd10 && cnt_tic  )
      is_transmitting    <= 'b0;
end 
always @( posedge clk_i ) begin 
  if ( !nreset_i )
    clk_counter   <= 'b0;
  else if ( is_transmitting ) begin
    if ( ( clk_counter == CLK_PER_BIT ) || ( n_bit == 'd10 && cnt_tic ) )
      clk_counter <= 1'b0; 
    else 
      clk_counter <= clk_counter + 1'b1;
  end 
end  
assign        cnt_tic = ( clk_counter == CLK_PER_BIT - 1) || ( ( !clk_counter ) && ( is_transmitting ) 
                                                                                && ( !n_bit )  );
always @( posedge clk_i ) begin
  if ( ( !nreset_i ) )
    n_bit    <= 4'b0;
  else begin 
    if (      ( ( n_bit == 'd10 )      && ( cnt_tic          ) )
             || ( ready_i              && ( !is_transmitting ) ) )
      n_bit  <= 'b0; 
    else if ( cnt_tic )
      n_bit  <= n_bit + 1'b1; 
   end
end
always @ ( posedge clk_i ) begin
    if ( !nreset_i )
        tx_o  <=    1'b1;
    else begin
      if ( ( !is_transmitting ) || ( cnt_tic && ( n_bit == 'd10 ) ) )
        tx_o  <=    1'b1;
      else if ( cnt_tic )
        tx_o  <=    reg_data[n_bit];
      end 
end
endmodule
```
==> results.sh <==
# flow metrics
export IMPL_yosysChipArea_mm2=0.00313
export IMPL_ir_drop_mv=0.301
export IMPL_ys_cells=365
export IMPL_route_vias_total=2535
export IMPL_track_usage_pct=20.9
export IMPL_area_delta_synth_final_pct=14.4
export IMPL_fillerInstances=498
export IMPL_final_max_slew_violation_count=0
export IMPL_met3_usage_pct=4.90
export IMPL_post_cts_buffers=0
export IMPL_syn_inst=365
export IMPL_synth_distinct_cells=58
export IMPL_yosysWarnings=2
export IMPL_p_leak_nw=1.30
export IMPL_arrival_ns=2.11
export IMPL_crit_top_cell="clkbuf_8"
export IMPL_slew_headroom_pct=63.9
export IMPL_gp_congestion=0.802
export IMPL_utilization_pct=59.7
export IMPL_seq_area_mm2=0.00118
export IMPL_final_common_cell="dfxtp_1"
export IMPL_antenna_found_initial=0
export IMPL_setup_violations=0
export IMPL_p_total_w=0.00179
export IMPL_drt_iter0_markers=86
export IMPL_num_io_pins=26
export IMPL_path_cells="clkbuf_8 > clkbuf_8 > clkdlybuf4s50_1"
export IMPL_cts_resized=0
export IMPL_die_y_um=81.1
export IMPL_status="completed"
export IMPL_met1_usage_pct=29.8
export IMPL_critPathCaptureType="output port"
export IMPL_cp_slowest_cell="clkdlybuf4s50_1"
export IMPL_yosys_most_used_dff="dfxtp_1"
export IMPL_ant_nets=0
export IMPL_ys_seq_elements=59
export IMPL_overflow=0
export IMPL_seq_area_frac_synth_pct=37.8
export IMPL_cts_tree="built"
export IMPL_enable_flop_cells=0
export IMPL_chip_area_mm2=0.00657
export IMPL_dp_hpwl_um=4370
export IMPL_worstMarginPinSlew_ns=0.540
export IMPL_hold_violations=0
export IMPL_clk_latency_ns=0.43
export IMPL_first_pass_iters=4
export IMPL_drc=0
export IMPL_mostFrequentLayoutCells="59 x dfxtp_1, 42 x nor2_1, 41 x nand2_1"
export IMPL_grt_max_degree=24
export IMPL_slowest_delay_ns=0.38
export IMPL_synthArstFlopShare_pct=0
export IMPL_worstSetupStartpointType="clock port"
export IMPL_routed_via_density=5.46
export IMPL_post_drt_wl_per_cell_um=13.4
export IMPL_grt_busiest_layer="met2"
export IMPL_antenna_cells=0
export IMPL_rsz0062_at_grt="false"
export IMPL_crit_type="clk2out"
export IMPL_core_mm2=0.00599
export IMPL_postCtsHoldBufs=0
export IMPL_drive_gt1_share_pct=8.74
export IMPL_layout_area_comb_mm2=0.00173
export IMPL_crit_fanout=2
export IMPL_cap_viol_max_count=0
export IMPL_die_x_um=81.1
export IMPL_cp_data_required_time_ns=2.40
export IMPL_fp_util_pct=52.2
export IMPL_clock_skew_ns=0.00914
export IMPL_min_path_type="reg2reg"
export IMPL_grt_pass1_vias=2304
export IMPL_setup_tns_ns=0
export IMPL_grt_use_met2_pct=33.8
export IMPL_pwr_density_cell_mw_per_mm2=500
export IMPL_grt_pass1_wl_um=10600
export IMPL_drt_total_wl_um=6200
export IMPL_io_buffers=25
export IMPL_num_rows=28
export IMPL_clk_pin_slew_ns=0.06
export IMPL_synth_area_per_cell_um2=8.57
export IMPL_tool_warnings=36
export IMPL_syn_area_mm2=0.00313
## per-layer routing
metal,routed length [um],vias up
li1,-,1321
met1,2990,1164
met2,2880,42
met3,246,8
met4,82,0
met5,0,-
## cells by family after synthesis
logic type / Yosys count / synth area share [%]
muxes: 5 / 2.04
xor gates and xnor gates: 25 / 7.00
and+or+nand+nor: 165 / 27.8
AOI/OAI and AO/OA: 62 / 13.8
buffers and inverters: 37 / 6.80
DFF: 59 / 37.8
adders and majority gates: 12 / 4.80
## power breakdown
part           leakage (nW)  internal (W)  switching, W  total (W)
combinational         0.684     0.0000461     0.0000481  0.0000942
clock                 0.135      0.000568      0.000312   0.000880
sequential            0.478      0.000799     0.0000155   0.000814
total                  1.30       0.00141      0.000376    0.00179
## worst max-delay path, delay by kind of cell
| family | cells | cell delay, ns |
|---|---|---|
| buffers and inverters | 3 | 0.61 |
## metrics by stage
stage          cells  cell area (um2)  setup slack [ns]  hold WS (ns)
2_1_floorplan    365             3130             0.802         0.430
3_3_place_gp     445             3330             0.533         0.446
3_5_place_dp     445             3330             0.533         0.456
4_1_cts          464             3580             0.276         0.470
5_1_grt          464             3580             0.272         0.490
6_report         464             3580             0.291         0.464
## path summary, 6_finish.rpt
path                                  from                  endpoint  slack, ns  cells past startpoint
setup / recovery                     clk_i                     clk_o       0.29                      3
hold / removal    inst_uart_tx.reg_data[1]  inst_uart_tx.reg_data[1]       0.46                      2
setup reg to reg   inst_uart_rx.bit_cnt[0]    inst_uart_rx.data_o[5]       0.75                      7
hold reg to reg   inst_uart_tx.reg_data[1]  inst_uart_tx.reg_data[1]       0.46                      2
## flip-flops by register name (all words and copies together) (netlist names)
| signal | count |
|---|---|
| inst_uart_rx.data_o | 8 |
| inst_uart_tx.clk_counter | 15 |
| inst_uart_rx.state | 2 |
| inst_uart_rx.clk_counter | 14 |
| inst_uart_rx.state_1_to_2 | 1 |
| inst_uart_rx.bit_cnt | 4 |
| inst_uart_tx.tx_o | 1 |
| inst_uart_tx.reg_data | 8 |
| inst_uart_rx.reg_ready | 1 |
| inst_uart_tx.is_transmitting | 1 |
| inst_uart_tx.n_bit | 4 |
## synth_stat cells (4+ instances only)
| master | count | area (um2) |
|---|---|---|
| a21o_1 | 7 | 52.6 |
| a21oi_1 | 15 | 75.1 |
| and2_1 | 4 | 25.0 |
| and3_1 | 7 | 43.8 |
| buf_4 | 4 | 30.0 |
| buf_6 | 7 | 78.8 |
| clkbuf_1 | 6 | 22.5 |
| dfxtp_1 | 59 | 1180 |
| ha_1 | 12 | 150 |
| inv_1 | 15 | 56.3 |
| nand2_1 | 41 | 154 |
| nand2b_1 | 4 | 25.0 |
| nand3_1 | 20 | 100 |
| nand4_1 | 16 | 100 |
| nor2_1 | 42 | 158 |
| nor2b_1 | 4 | 25.0 |
| nor4_1 | 4 | 25.0 |
| o21ai_0 | 15 | 75.1 |
| xnor2_1 | 9 | 78.8 |
| xor2_1 | 16 | 140 |
## cell type report
| type | count | share of cell area, % |
|---|---|---|
| clock inverters | 6 | 2.24 |
| inverters | 15 | 1.57 |
| multi-input cells | 269 | 48.4 |
| repair buffers | 26 | 7.13 |
| clock buffers | 14 | 5.00 |
| flip-flops and latches | 59 | 33.0 |
| well taps | 75 | 2.62 |
Power and IR drop assume default switching activity.
